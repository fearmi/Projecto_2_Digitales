$ cat /design/flow/design.v
`timescale 1ns / 1ps
module regfile(input clock, input [3:0] address, input en_write, input [7:0] data_in, output [7:0] data_out);
reg [7:0] registers[0:15];
reg [7:0] out_val;
always @(posedge clock ) begin
    if (en_write) begin  
        registers[address] <= data_in;  
		  out_val <= 8'h00;end
    else
        out_val <= registers[address];  
end
assign data_out =  out_val;
endmodule
$ cat /design/flow/run.sh
#!/bin/bash
# OpenROAD 26Q1-2900-gdf79404cd8, Yosys 0.63+post, stock flow scripts
make -C /OpenROAD-flow-scripts/flow DESIGN_CONFIG=/design/flow/config.mk WORK_HOME=/design/flow/orfs finish
$ cat /design/flow/config.mk
export PLATFORM = sky130hd
export DESIGN_NAME = regfile
export DESIGN_NICKNAME = regfile
export VERILOG_FILES = /design/flow/design.v
export SDC_FILE = /design/flow/constraint.sdc
export NUM_CORES = 4
export LEC_CHECK = 1
export CORE_UTILIZATION = 50
$ cat /design/flow/constraint.sdc
current_design regfile

set clk_period 3.0
set clk_io_pct 0.2

create_clock -name clk0 -period $clk_period [get_ports {clock}]

set non_clock_inputs [all_inputs -no_clocks]
set_input_delay [expr $clk_period * $clk_io_pct] -clock clk0 $non_clock_inputs
set_output_delay [expr $clk_period * $clk_io_pct] -clock clk0 [all_outputs]
==> impl_metrics.ini <==
; physical design summary
[final_timing]
setup_tns_ns = 0
finalSetupViolCount = 0
worst_hold_slack_ns = 0.660
timing.fmax_mhz = 510
skew_ns = 0.00477
fin_crit_ns = 1.96
slew_headroom_pct = 55.2
final-hold-violation-count = 0
maxSlewViolCount = 0
rsz0062_at_grt = false
worst_pin_slew_ns = 0.669
finalClockPeriodUsage_pct = 65.4

[power]
sw_frac_of_total_pct = 21.2
leakagePower_nw = 2.07
combPwrFrac_pct = 5.4
p_switching_w = 0.000894
p_int_w = 0.00332
ir_drop_uv = 384
p_clk_share_pct = 44.0
power_density_nw_per_um2 = 674
p_seq_share_pct = 50.6

[detailed_routing]
vias = 2682
drt-vias-per-instance = 5.76
n_antenna_cell = 0
final_antenna_net_count = 0
routedWlPerCell_um = 22.3
routed_wl_mm = 10.4
drt_iter0_drc = 123
drc = 0
drt_pass1_iterations = 6

[placed_design]
gp_congestion = 0.838
dp_hpwl_mm = 6.93
dpl-instance-area_um2 = 5720
io_buffers = 21

[critical_path]
cp-end-kind = flop
r2r_start = registers[0][0]$_DFFE_PP_
reg2regPathDepth = 3
crit-reg2reg-capture = out_val[0]$_SDFF_PP0_
critPathRequiredTime_ns = 3.23
worstPathArrival_ns = 2.19
path_max_fanout = 15
crit_type = input pin to flop
start_kind = input pin
ff2ff_setup_slack_ns = 1.63

[layout]
syn2layout_area_growth_pct = 19.7
stdcell_area_um2 = 6260
utilization_pct = 62.9
fill_cells = 684
drive_above_1_share_pct = 23.1

[global_route]
grt_pass1_vias = 2857
met3_usage_pct = 11.6
grt_pass1_wl_mm = 16.0
use_met2_pct = 32.8
top_usage_layer = met1
antenna_found_initial = 0
gr-total-overflow = 0
grt_max_degree = 25
grt_use_total_pct = 23.0
met1_usage_pct = 38.4

[cts]
clockRootBuffer = clkbuf_8
h-tree-depth = 4
cts_inserted_buffers = 17
cts_resized = 0
cts_tree = done
post-cts-setup-buffers = 0
clock_latency_ns = 0.52
clk_pin_slew_ns = 0.06
cts.sinks = 136
ctsHoldBuffers = 0
clock_path_buffers = 2

[status]
status = finished clean

[job]
cap_violations = 0
warnings = 25

[floorplanning]
rows = 36
die_area_um2 = 10900
fp_util_pct = 52.5
die_w_um = 104
die_y_um = 104
io_pins = 22
core_area_um2 = 9950

[logic_synthesis]
yosys.area.top_type = edfxtp_1
ys_warn_count = 1
ys.flops = 136
synth.area.top_cells = edfxtp_1, mux4_2, mux2i_1
syn_area_per_cell_um2 = 19.5
synth_cell_types = 27
ff_type = edfxtp_1
synth-cells-yosys = 268
synthCells = 268
syn_area_um2 = 5230
async_flop_share_pct = 0
edf_count = 128
yosys_area_um2 = 5230
ys_seq_share_pct = 76.6
top_area_share_pct = 73.5

[min_path]
hp-start = registers[4][1]$_DFFE_PP_
min_to = out_val[1]$_SDFF_PP0_
hold_path_depth = 4
hp-class = flop to flop
==> per-layer routing <==
layer	wire, µm	up-vias
met1	4200	1347
met4	149	0
met5	0	-
met2	5090	119
met3	946	12
li1	-	1204
==> kinds of logic after synthesis <==
kind of cell           synth area share (%)
AND/OR/NAND/NOR                        5.36
AND-OR/OR-AND                          2.61
multiplexers                           13.6
buffers and inverters                  1.84
flip-flops                             76.6
==> through the flow <==
stage	power, W	cells	setup WS [ns]
after floorplan	0.00229	268	0.693
after global placement	0.00240	434	0.506
after detailed placement	0.00241	434	0.504
after CTS	0.00426	466	1.05
after global routing	0.00435	466	0.986
final	0.00422	466	1.04
==> cell type report <==
cell class / count / area, µm² / area share, %
timing repair buffer: 46 / 418 / 6.67
clock buffer: 17 / 414 / 6.61
tap: 133 / 166 / 2.66
clock inverter: 15 / 129 / 2.06
sequential: 136 / 4000 / 63.9
multi-input combinational: 119 / 1130 / 18.0
==> worst max-delay path by stage <==
stage	cells past startpoint	endpoint	startpoint	slack [ns]
6_report	4	registers[6][7]$_DFFE_PP_	address[1]	1.04
5_1_grt	4	registers[11][4]$_DFFE_PP_	address[1]	0.99
4_1_cts	4	registers[6][2]$_DFFE_PP_	address[1]	1.05
==> Yosys cell counts (all sizes together) (2+ instances only) <==
library cell / n
clkbuf: 2
mux4: 23
nand3: 2
dfxtp: 8
nand3b: 2
nor3: 4
nand2b: 3
mux2i: 18
o211ai: 7
a21oi: 2
nor2b: 2
nand4: 7
a32oi: 7
buf: 11
nor2: 14
nand2: 24
edfxtp: 128
==> critical path: stages <==
cell and delay (ns):
clkdlybuf4s50_1 0.89, nand2b_1 0.26, nor2_1 0.24, buf_4 0.19
==> cells in the final DEF (no fill, tap or decap), drive strengths merged, types with 4 or more instances in the layout <==
cell type,instances
o211ai,7
buf,26
clkbuf,17
edfxtp,128
mux4,23
clkdlybuf4s50,20
a32oi,7
clkinv,6
nand2,24
nor3,4
dfxtp,8
clkinvlp,5
nor2,14
mux2i,18
nand4,7
==> flip-flops by register name, summed over array words and instances (netlist names) <==
| name | cells |
|---|---|
| registers | 128 |
| out_val | 8 |
==> power groups by stage <==
stage / sequential, W / combinational [W] / clock, W
4_1_cts: 0.00214 / 0.000233 / 0.00190
6_report: 0.00213 / 0.000228 / 0.00186
5_1_grt: 0.00214 / 0.000249 / 0.00197
Power is estimated from default activity; no workload was simulated.
